--- ./config.mk ---
export PLATFORM = sky130hd
export DESIGN_NAME = imem_outa
export DESIGN_NICKNAME = imem_outa
export VERILOG_FILES = /design/flow/design.v
export SDC_FILE = /design/flow/constraint.sdc
export NUM_CORES = 4
export LEC_CHECK = 1
export CORE_AREA = 10 10 70 70
export DIE_AREA = 0 0 80 80
--- ./constraint.sdc ---
current_design imem_outa

set clk_period 1.4
set clk_io_pct 0.2

create_clock -name clk0 -period $clk_period

set non_clock_inputs [all_inputs -no_clocks]
set_input_delay [expr $clk_period * $clk_io_pct] -clock clk0 $non_clock_inputs
set_output_delay [expr $clk_period * $clk_io_pct] -clock clk0 [all_outputs]
--- ./design.v ---
module imem_outa
  (
   input [27:0]       pc,
   output reg [127:0] idata
   );
   always @ (*) begin
      case(pc)
        28'h0: idata = 128'h00202023001081130010202304100093;
        28'h1: idata = 128'h0000000000000000ffdff06f00202423;
        default: idata = 128'h0;
      endcase  
   end
endmodule  
--- ./run.sh ---
#!/bin/bash
# OpenROAD 26Q1-2900-gdf79404cd8, Yosys 0.63+post, stock flow scripts
make -C /OpenROAD-flow-scripts/flow DESIGN_CONFIG=/design/flow/config.mk WORK_HOME=/design/flow/orfs finish
==> run notes <==
The flow run is done. Leaving out fill and tap cells, the most frequent cell in the layout is sky130_fd_sc_hd__conb_1. The via count of the first global-routing pass was about 900. Register area landed at 0 um2. Iteration tally of the first detailed-router pass landed at 3. The cell count after synthesis came out at approximately 140. First-pass GRT wire length landed at 5160 um.

According to the floorplan report, the die height is roughly 80 um. Counting distinct cell types in the post-synthesis netlist gives 9. A synthesized cell averages approximately 7.4 um2. Entering global routing, the biggest net connects 7 pins. Placer's final routability congestion estimate landed at between 0.7 and 0.8.

Worst endpoint required time landed at between 1 and 1.5 ns. The post-route netlist has roughly 53% of its cells at a drive strength greater than 1. Part of the cycle the worst path needs landed at 147%.

Warnings reported by Yosys during synthesis add up to 1. Iteration-0 DRC count of the detailed router landed at 9. Vias per cell landed at between 3 and 4. After detailed routing, the total wire length is 4000 um.

Sum of net half-perimeters after detailed placement landed at approximately 2800 um. Hold-check failures listed in the final report amount to 0. The worst setup path is launched from a primary input. The final report lists the setup-violating endpoint count as between 40 and 50. Sequential cell count landed at 0. Detailed routing inserted a total of ~800 vias.

Largest fanout on the critical path landed at 2. Setup repair after global routing could not meet its margin everywhere. The run finished, with violations left. Total power landed at 0.0000990 W.

Relative to the synthesized area, the layout overhead comes to 65.8%. Count of antenna-violating nets left after detailed routing landed at 0. Worst voltage drop across the vdd grid landed at 0.0000392 V. The placement report lists the number of port buffers as approximately 74. Residual DRC count landed at 0.

The area taken by multi-input combinational cells is reported as between 400 and 500 um2. The total area inside the core boundary comes to approximately 0.0034 mm2. The critical path is of the in -> out type. The final reports fail on setup timing. For this run, the total global-route usage over all layers was measured as 9.84%. Hold buffer count at CTS landed at 0.

Total cell area reported by yosys after synthesis landed at slightly above 0.001 mm2. The leakage power in the latest report is 0.945 nW. Cell count listed in synth_stat.txt landed at ~140. Chip area landed at about 0.0064 mm2. Leaving out fill and tap cells, the most frequent cells in the layout are sky130_fd_sc_hd__conb_1 (82), sky130_fd_sc_hd__buf_6 (65), sky130_fd_sc_hd__buf_2 (12), sky130_fd_sc_hd__buf_4 (9), sky130_fd_sc_hd__clkdlybuf4s15_1 (7). Overflow left after global routing landed at 0. Tally of clock buffers in the finished layout landed at 0. Post-synthesis sequential area ratio landed at 0%.

Fmax landed at 486 MHz. STA classifies the critical path endpoint as an output pin. During I/O placement, the number of pins put on the boundary was roughly 160. Floorplan-stage core utilization landed at a little under a third. Routed length per instance landed at between 15 and 20 um. Initial antenna violation count landed at 0. Cell area after technology mapping landed at 0.00103 mm2. Power per cell area landed at 57.9 mW/mm2.

Counting the fill cells in the layout gives roughly 280. Number of max-capacitance violations reported landed at 0. According to the floorplan report, the die width is 80 um.

Data arrival time of the critical path landed at between 1.5 and 2 ns. The routed design could run at a clock period as short as between 2 and 2.5 ns. Total antenna diodes in the routed design landed at 0. The min-delay analysis places its worst path in the category in -> out. Row count landed at 21. Number of warning messages in the logs landed at 35. Final worst setup slack landed at -0.657 ns. Aggregate negative setup slack landed at -22.75 ns. Max-slew violation count landed at 0.
==> routing by layer <==
metal	global-route usage, %	wire, um	vias to the layer above
met5	0	0	-
met4	0	0	0
met3	2.73	446	0
met2	18.3	2060	78
met1	11.5	1490	345
li1	-	-	360
==> layout make-up <==
cell class / instances / share of cell area, %
multi-input combinational: 95 / 28.1
tap: 46 / 3.36
timing repair buffer: 109 / 68.6
==> worst max-delay path: stages <==
cell and delay, ns:
sky130_fd_sc_hd__buf_6 0.09, sky130_fd_sc_hd__nor4_2 0.26, sky130_fd_sc_hd__nand2_1 0.12, sky130_fd_sc_hd__buf_6 0.14, sky130_fd_sc_hd__nor4b_4 0.25, sky130_fd_sc_hd__buf_4 0.18, sky130_fd_sc_hd__buf_12 0.10, sky130_fd_sc_hd__buf_6 0.09
sky130_fd_sc_hd__buf_6 0.09, sky130_fd_sc_hd__buf_6 0.09, sky130_fd_sc_hd__buf_6 0.08
==> Yosys cell counts <==
master | number | area [um2]
sky130_fd_sc_hd__buf_4 | 125 | 938
sky130_fd_sc_hd__conb_1 | 1 | 3.75
sky130_fd_sc_hd__nand2_1 | 2 | 7.51
sky130_fd_sc_hd__nand4_1 | 1 | 6.26
sky130_fd_sc_hd__nor3_1 | 2 | 10.0
sky130_fd_sc_hd__nor3b_1 | 1 | 7.51
sky130_fd_sc_hd__nor4_1 | 5 | 31.3
sky130_fd_sc_hd__nor4_2 | 1 | 12.5
sky130_fd_sc_hd__nor4b_2 | 1 | 15.0
==> what timing repair did <==
action,in CTS,in global routing
setup endpoints to repair,46,46
gates cloned,4,0
resized,280,20
buffers inserted,30,4
pin swaps,13,8
==> cells by family after synthesis <==
family                 share of synthesized area (%)
buffers and inverters                           90.9
other                                          0.363
AND/OR/NAND/NOR                                 8.73
==> power breakdown <==
part	internal (W)	switching [W]
sequential	0	0
clock	0	0
combinational	0.0000533	0.0000457
==> path summary, 6_finish.rpt <==
kind,to,from,cells after the start
min,idata[52],pc[15],5
max,idata[7],pc[14],11
==> metrics by stage <==
stage	cell area (um2)	hold slack, ns	std cells	setup slack, ns	util (%)
2_1_floorplan	1390	0.609	220	-0.409	-
3_3_place_gp	1310	1.69	219	-1.12	38.3
3_5_place_dp	1310	1.69	219	-1.14	38.3
4_1_cts	1740	1.21	252	-0.786	50.8
5_1_grt	1710	1.12	250	-0.747	50.1
6_report	1710	1.10	250	-0.657	50.1
Power figures rest on the tool's default switching activity, not on a simulated workload.
