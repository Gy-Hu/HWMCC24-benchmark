===== flow/config.mk =====
export PLATFORM = sky130hd
export DESIGN_NAME = NAND
export DESIGN_NICKNAME = NAND
export VERILOG_FILES = /design/flow/design.v
export SDC_FILE = /design/flow/constraint.sdc
export NUM_CORES = 4
export LEC_CHECK = 1
export CORE_AREA = 10 10 73 73
export DIE_AREA = 0 0 83 83

===== flow/constraint.sdc =====
current_design NAND

set clk_period 1.7
set clk_io_pct 0.2

create_clock -name clk0 -period $clk_period

set non_clock_inputs [all_inputs -no_clocks]
set_input_delay [expr $clk_period * $clk_io_pct] -clock clk0 $non_clock_inputs
set_output_delay [expr $clk_period * $clk_io_pct] -clock clk0 [all_outputs]

===== flow/design.v =====
module NAND(
inst,
r0,
r1,
r2,
r3,
r0_next,
r1_next,
r2_next,
r3_next
);
input      [7:0] inst;
input      [7:0] r0;
input      [7:0] r1;
input      [7:0] r2;
input      [7:0] r3;
output      [7:0] r0_next;
output      [7:0] r1_next;
output      [7:0] r2_next;
output      [7:0] r3_next;
wire      [1:0] bv_2_0_n1;
wire      [1:0] bv_2_1_n5;
wire      [1:0] bv_2_2_n7;
wire      [1:0] bv_2_3_n26;
wire      [7:0] inst;
wire      [1:0] n0;
wire      [7:0] n10;
wire      [7:0] n11;
wire      [1:0] n12;
wire            n13;
wire            n14;
wire            n15;
wire      [7:0] n16;
wire      [7:0] n17;
wire      [7:0] n18;
wire      [7:0] n19;
wire            n2;
wire      [7:0] n20;
wire      [7:0] n21;
wire            n22;
wire      [7:0] n23;
wire            n24;
wire      [7:0] n25;
wire            n27;
wire      [7:0] n28;
wire      [1:0] n3;
wire            n4;
wire            n6;
wire            n8;
wire      [7:0] n9;
wire      [7:0] r0;
wire      [7:0] r0_next;
wire      [7:0] r1;
wire      [7:0] r1_next;
wire      [7:0] r2;
wire      [7:0] r2_next;
wire      [7:0] r3;
wire      [7:0] r3_next;
assign n0 = inst[1:0] ;
assign bv_2_0_n1 = 2'h0 ;
assign n2 =  ( n0 ) == ( bv_2_0_n1 )  ;
assign n3 = inst[5:4] ;
assign n4 =  ( n3 ) == ( bv_2_0_n1 )  ;
assign bv_2_1_n5 = 2'h1 ;
assign n6 =  ( n3 ) == ( bv_2_1_n5 )  ;
assign bv_2_2_n7 = 2'h2 ;
assign n8 =  ( n3 ) == ( bv_2_2_n7 )  ;
assign n9 =  ( n8 ) ? ( r2 ) : ( r3 ) ;
assign n10 =  ( n6 ) ? ( r1 ) : ( n9 ) ;
assign n11 =  ( n4 ) ? ( r0 ) : ( n10 ) ;
assign n12 = inst[3:2] ;
assign n13 =  ( n12 ) == ( bv_2_0_n1 )  ;
assign n14 =  ( n12 ) == ( bv_2_1_n5 )  ;
assign n15 =  ( n12 ) == ( bv_2_2_n7 )  ;
assign n16 =  ( n15 ) ? ( r2 ) : ( r3 ) ;
assign n17 =  ( n14 ) ? ( r1 ) : ( n16 ) ;
assign n18 =  ( n13 ) ? ( r0 ) : ( n17 ) ;
assign n19 =  ( n11 ) & ( n18 )  ;
assign n20 = ~ ( n19 ) ;
assign n21 =  ( n2 ) ? ( n20 ) : ( r0 ) ;
assign r0_next = n21 ;
assign n22 =  ( n0 ) == ( bv_2_1_n5 )  ;
assign n23 =  ( n22 ) ? ( n20 ) : ( r1 ) ;
assign r1_next = n23 ;
assign n24 =  ( n0 ) == ( bv_2_2_n7 )  ;
assign n25 =  ( n24 ) ? ( n20 ) : ( r2 ) ;
assign r2_next = n25 ;
assign bv_2_3_n26 = 2'h3 ;
assign n27 =  ( n0 ) == ( bv_2_3_n26 )  ;
assign n28 =  ( n27 ) ? ( n20 ) : ( r3 ) ;
assign r3_next = n28 ;
endmodule

===== flow/run.sh =====
#!/bin/bash
# OpenROAD 26Q1-2900-gdf79404cd8, Yosys 0.63+post, stock flow scripts
make -C /OpenROAD-flow-scripts/flow DESIGN_CONFIG=/design/flow/config.mk WORK_HOME=/design/flow/orfs finish

==> results_slide.txt <==
Implementation Results

Cells and area
  – Filler cells: 349
  – Area Growth Syn to Fin: 128.0%
  – Finished Layout Cells: 268
  – Fraction of layout cells with a size suffix above 1: 0.7273
  – Register Area: 0 um2
  – Most frequent logic cell in the layout: buf_2
  – Post-route core utilization: 0.5311
  – Clkbuf count: 0
  – Top Layout Cells: 31 x buf_2, 29 x buf_4, 23 x nor2_1
  – Registers: 0

Min path
  – Hold Path Stages: 4
  – Min-delay worst type: primary input to primary output
  – Worst Hold End: r2_next[3]
  – Hold Startpoint: r2[3]

Power and ir drop
  – Leak: 0.8620 nW
  – Peak supply drop: 0.1326 mV
  – Power Density: 305.9 nW/um2

Floorplanning
  – Chip area: around 6900 um2
  – Die height: 83 um
  – # rows: 22
  – Core area: ~3700 um2
  – Initial Util: 0.2330
  – # IOs: 72
  – Die Wd: 83 um

Status
  – Failing checks: setup timing
  – Status: finished, violations left

Worst setup path
  – Critical Path RT: between 1 and 1.5 ns
  – Startpoint Class: primary input
  – Critical Path Max Stage Delay: ~0.49 ns
  – Cell family with most CP delay: multiplexers
  – Critical-path top delay cell: mux4_2
  – Crit-path max FO: 7
  – Worst setup path class: primary input to primary output
  – Critical-path cell list: buf_12 > mux4_2 > and2_4 > buf_6 > buf_6 > a21oi_2 > buf_2
  – Critical path arrival: ~1.6 ns
  – Cell mode on critical path: buf_6
  – CP Capture Type: primary output
  – Buf/Inv on CP: 4

Yosys
  – Post-Synthesis Cells: ~110
  – Yosys warning count: 0
  – Leading area contributor after synthesis: mux4_2
  – Netlist Area Pre-Place: 872.1 um2
  – # Cells Yosys: 109
  – Synth area leaders: mux4_2 26%, a41oi_1 12%, a21oi_2 10%, o21ai_2 10%, nor2_1 9.9%
  – Cell Type Count: 18
  – Yosys Chip Area: 872.1 um2
  – Area leader share: 0.2582
  – Synth Area per Inst: roughly 8 um2
  – Register area share after synthesis: 0

Placement
  – Post-DP HPWL: approximately 3200 um
  – Dpl cells: 239
  – RePlAce Congestion: 0.8312
  – # port buffers: ~70
  – Setup WS pre-CTS: -0.9428 ns

Timing
  – Tmin final: between 1.5 and 2 ns
  – Final worst slack: -0.1888 ns
  – Fmax: roughly 530 MHz
  – Setup tns final: -3.160 ns
  – Slew Limit Headroom: 0.8115
  – Setup violators final: 29
  – Final Hold Fails: 0
  – Slew Limit Fails: 0
  – RSZ-0062 raised after global routing: true
  – Worst-Margin Slew: 0.2825 ns
  – Final cycle utilization of the critical path: 1.111

Global route
  – Initial antenna violation count: 0
  – Tot GR Track Use: 0.1168
  – Global-route wire length before repair: 6969 um
  – Remaining global-route overflow: 0
  – Grt met1 use: 0.1603
  – GRT Max-Usage Layer: met2
  – Met2 Track Usage GR: 0.1837
  – M3 GR Usage: 0.03445
  – Pin count of the biggest net entering global routing: 11
  – Number of global-route vias before repair: 1307

Detailed routing
  – Iter 0 DRT Violations: 13
  – # diodes: 0
  – Routed wire per std cell: roughly 16 um
  – ANT nets after route: 0
  – Total number of vias: 1294
  – DRT Pass-1 Iters: 4
  – DR vias/cell: 4.828
  – Routed WL: ~4200 um
  – Drc violations: 0

Run
  – Max cap viols: 0
  – OpenROAD warnings: 36

Clock tree
  – CTS Hold Bufs: 0
tightest hold or removal path, delay by kind of cell:
family	cells	cell delay, ns
and+or+nand+nor	1	0.06
buffers and inverters	2	0.18
AOI/OAI and AO/OA	1	0.04
cells by family after synthesis:
| logic type | Yosys count | share of synthesized area |
|---|---|---|
| mux | 10 | 0.2583 |
| buf+inv | 9 | 0.06169 |
| simple gates | 47 | 0.2583 |
| compound gates | 43 | 0.4218 |
synthesized netlist by cell type:
master / instances
a22oi_1: 1
nand2_1: 10
and2_1: 1
buf_2: 4
nor2b_1: 5
mux4_2: 10
o21bai_1: 6
o21ai_2: 10
buf_6: 2
and2b_1: 1
o22a_1: 4
nand2b_1: 2
and2_4: 5
buf_1: 2
clkbuf_1: 1
nor2_1: 23
a41oi_1: 12
a21oi_2: 10
repair_timing:
item | 4_1_cts | 5_1_grt
buffers inserted | 25 | 6
pin swaps | 30 | 14
setup endpoints to repair | 32 | 32
gates resized | 197 | 32
layout make-up:
| type | instances | area [um2] | area share |
|---|---|---|---|
| Timing Repair Buffer | 120 | 950.9 | 0.4783 |
| Multi-Input combinational cell | 100 | 977.2 | 0.4915 |
| Tap cell | 48 | 60.06 | 0.03021 |
power breakdown:
part / leakage (nW) / switching [mW] / total (mW) / internal [mW]
Clock: 0 / 0 / 0 / 0
Sequential: 0 / 0 / 0 / 0
Combinational: 0.862 / 0.232 / 0.608 / 0.376
Total: 0.862 / 0.232 / 0.608 / 0.376
through the flow:
step	hold WS (ns)	power, mW	area [um2]
floorplan	0.7510	0.2115	872.1
global placement	1.651	0.5078	1737
detailed placement	1.655	0.5117	1737
CTS	1.077	0.5970	1999
global route	1.001	0.6596	1988
finish	0.9658	0.6082	1988
metal layers:
layer	up-vias	routed length, um
met3	2	272
met1	597	1958
met2	40	1987
met5	-	0
li1	655	-
met4	0	28
how the worst max path moves through the flow:
stage	start	endpoint	slack, ns	cells past startpoint
final	inst[4]	r3_next[3]	-0.19	7
after CTS	inst[2]	r2_next[2]	-0.28	8
after global routing	inst[4]	r3_next[3]	-0.26	7
Power is estimated from default activity; no workload was simulated.
