==> flow/design.v <==
// synopsys translate_off
`timescale 1ns/10ps
// synopsys translate_on
module reg32byte(clk, rst, en, wr, addr, data_in, data_out, reg_out);
    input           clk;
    input           rst;
    input           en;
    input           wr;
    input   [4:0]   addr;
    input   [7:0]   data_in;
    output  [7:0]   data_out;
    output  [255:0] reg_out;
    reg     [7:0] reg_data [31:0];
    wire    [255:0] reg_out;
    assign data_out = en ? reg_data[addr] : 8'h00;
    assign reg_out = { reg_data[31], reg_data[30], reg_data[29], reg_data[28], reg_data[27], 
                       reg_data[26], reg_data[25], reg_data[24], reg_data[23], reg_data[22], 
                       reg_data[21], reg_data[20], reg_data[19], reg_data[18], reg_data[17], 
                       reg_data[16], reg_data[15], reg_data[14], reg_data[13], reg_data[12], 
                       reg_data[11], reg_data[10], reg_data[9],  reg_data[8],  reg_data[7], 
                       reg_data[6],  reg_data[5],  reg_data[4],  reg_data[3],  reg_data[2], 
                       reg_data[1],  reg_data[0] };
    integer i;
    always @(posedge clk)
    begin
        if (rst) begin
            for (i=0; i < 32; i=i+1) begin
                reg_data[i] <= 8'b0;
            end
        end
        else begin
            if (wr && en) begin
                reg_data[addr] <= data_in;
            end
        end
    end
endmodule
==> flow/run.sh <==
#!/bin/bash
# OpenROAD 26Q1-2900-gdf79404cd8, Yosys 0.63+post, stock flow scripts
make -C /OpenROAD-flow-scripts/flow DESIGN_CONFIG=/design/flow/config.mk WORK_HOME=/design/flow/orfs finish
==> flow/config.mk <==
export PLATFORM = sky130hd
export DESIGN_NAME = reg32byte
export DESIGN_NICKNAME = reg32byte
export VERILOG_FILES = /design/flow/design.v
export SDC_FILE = /design/flow/constraint.sdc
export NUM_CORES = 4
export LEC_CHECK = 1
export CORE_UTILIZATION = 30
==> flow/constraint.sdc <==
current_design reg32byte

set clk_period 3.5
set clk_io_pct 0.2

create_clock -name clk0 -period $clk_period [get_ports {clk}]

set non_clock_inputs [all_inputs -no_clocks]
set_input_delay [expr $clk_period * $clk_io_pct] -clock clk0 $non_clock_inputs
set_output_delay [expr $clk_period * $clk_io_pct] -clock clk0 [all_outputs]
==> ci_impl_report.md <==
### Flow metrics

| Metric | Value |
|---|---|
| Max FFs per register | ~260 |
| Core area | between 30000 and 40000 um^2 |
| Synth unique cells | 32 |
| Initial antenna violation count | 1 |
| CTS tree | built |
| Number of enable flip-flop cells | approximately 260 |
| Logic area | roughly 4300 um^2 |
| Wire per inst | 24.1 um |
| Fill count | between 3000 and 4000 |
| Total Wirelength | 43200 um |
| Clock transition at path regs | around 60 ps |
| Vias in the first global route | 8957 |
| Final worst path period need | 3430 ps |
| Worst hold path type | input port to register |
| Ys flops | between 200 and 300 |
| DRC Markers | 0 |
| Slowest cell on the critical path | or4b_4 |
| Worst path required time | between 2000 and 3000 ps |
| Regs by FF count | reg_data: 256 flops |
| Num rows | roughly 73 |
| Critical Path Start Type | input port |
| Placed Instances | 1739 |
| Final hold violations | 0 |
| Final Max Slew Viols | 0 |
| Total track usage | between 20% and 30% |
| Max-cap violation count | 0 |
| CTS buffer count | 28 |
| Crit path from | addr[2] |
| Top post-synthesis cells by count | and2_1, edfxtp_1, mux2i_1 |
| Max FO, Critical Path | 9 |
| Crit path to | data_out[1] |
| # setup viols final | 0 |
| Mapped Cells | a little under 900 |
| Part of the cycle the worst path needs | a little under 100% |
| Die Size | a little over 40000 um^2 |
| Sequential element share of the synthesized area | 63.5% |
| Root buffer cell | clkbuf_16 |
| Design area | roughly 17000 um^2 |
| Setup ws final | between 60 and 70 ps |
| Die W | between 200 and 250 um |
| Post-Syn Area | between 10000 and 15000 um^2 |
| Pleak | 0.00646 uW |
| Hpwl dp | 32300 um |
| Setup tns final | 0 ps |
| Largest Register | reg_data |
| I/O Buffers | 280 |
| GPL Wtd Cong | 0.922 |
| CTS sink cnt | 256 |
| CP Capture Type | output port |
| Die height | about 200 um |
| WP data arrival | ~2700 ps |
| Layout cells sized above 1 | about 18% |
| FF+latch area | between 7000 and 8000 um^2 |
| Pwr per Cell Area | ~430 nW/um^2 |
| Area post-placement | around 16000 um^2 |
| Tool warnings | 26 |
| Syn avg cell area | around 14 um^2 |
| Buf/Inv on CP | 4 |
| First-pass GRT wire length | 61300 um |
| Total congestion overflow | 0 |
| Post-synth ARST share | 0% |
| # H-tree levels | 1 |
| Pre-CTS setup slack | -450 ps |
| P&R area growth vs syn | 42.2% |
| Routed vias | between 8000 and 9000 |
| Post-synth top area share | between 60% and 70% |
| Delay of the slowest cell on the worst path | just under 600 ps |
| Slew Limit Headroom | approximately 50% |
| Initial drt markers | 361 |
| Worst slew pin tran | between 700 and 800 ps |
| Largest net degree at the start of global routing | 33 |
| Main area contributors | edfxtp_1, and2_1, mux2i_1 |
| DRT antenna net count | 0 |
| I/O pin count | about 280 |
| Detailed-route vias per instance | approximately 4.8 |
| Total power | approximately 7300 uW |
| Clock Tree Buf Depth | 3 |
| Floorplan Utilization | between 30 and 40% |
| Fmax | 292 MHz |
| Setup CP Type | input port to output port |
| Yosys Warn Count | 2 |
| Post-Layout Cell Count | between 1500 and 2000 |
| YS chip area | between 10000 and 15000 um^2 |
| Ys flop type | edfxtp_1 |
| Status | finished clean |
| Max IR drop VDD | 335 uV |
| # Cells Yosys | 885 |
| Cell type with the largest total area | edfxtp_1 |
| TritonRoute pass-1 iters | 4 |
| WP depth | 8 |
| Worst-path cell chain | clkdlybuf4s50_1, buf_4, or4b_4, buf_4, o22ai_1, nor4_1, a21boi_1, dlygate4sd2_1 |
| Critical path's top delay family | buffers and inverters |
| Cell repeated most along the worst path | buf_4 |
==> placed cells by master, fill, tap and decap left out, types with 5 or more instances in the layout <==
| cell type | synthesis | final |
|---|---|---|
| edfxtp_1 | 256 | 256 |
| nor2_2 | 12 | 12 |
| dlygate4sd2_1 | 0 | 5 |
| clkdlybuf4s50_1 | 0 | 269 |
| clkbuf_16 | 0 | 29 |
| clkinv_1 | 0 | 5 |
| or2_2 | 32 | 32 |
| buf_4 | 2 | 106 |
| nand4bb_1 | 6 | 5 |
| nor2_1 | 17 | 17 |
| o22ai_2 | 1 | 15 |
| nor4_1 | 16 | 12 |
| buf_6 | 6 | 5 |
| clkbuf_1 | 32 | 11 |
| and2_1 | 256 | 256 |
| a21boi_1 | 8 | 7 |
| mux2i_1 | 128 | 128 |
| o22ai_1 | 63 | 46 |
==> how the worst min path moves through the flow <==
stage,from,endpoint,slack (ps),depth (start not counted)
after CTS,data_in[3],reg_data[20][3],1160,3
after global routing,data_in[7],reg_data[26][7],1190,3
final,data_in[6],reg_data[14][6],1170,3
==> routing by layer <==
layer  wire length (um)  GRT usage (%)  vias up  share of wire, %
li1                   -              -     3969                 -
met1              17400           30.2     4167                40
met2              20500           35.0      408                48
met3               4600           9.17       49                11
met4                701           2.93        0               1.6
met5                  0              0        -                 0
==> final cells by class <==
class                           instances  area share, %
Multi-Input combinational cell        567           25.0
Tap cell                              525           3.82
Timing Repair Buffer                  394           21.5
Sequential cell                       256           44.7
Clock inverter                          8          0.487
Clock buffer                           40           4.46
Antenna cell                            2         0.0291
==> through the flow <==
stage               hold slack, ps  utilization [%]
floorplan                      898                -
global placement              1480             40.6
detailed placement            1470             40.6
CTS                           1160             43.1
global route                  1190             43.3
finish                        1170             43.3
==> report_power, final <==
part | switching, uW | total (uW) | internal, uW | leakage (uW)
Combinational | 398 | 893 | 495 | 0.00362
Sequential | 127 | 3660 | 3540 | 0.00243
Clock | 1130 | 2780 | 1650 | 0.000410
==> cell families (layout without fill, tap and decap cells) <==
family / count (synthesis) / after routing / synth area share [%]
DFF: 256 / 256 / 63.5
other: 0 / 2 / 0
AOI/OAI and AO/OA: 72 / 72 / 3.86
and+or+nand+nor: 367 / 367 / 19.5
muxes: 128 / 128 / 10.6
buffers and inverters: 62 / 442 / 2.56
==> timing repair <==
| action | 4_1_cts | 5_1_grt |
|---|---|---|
| setup endpoints to repair | 8 | 6 |
| resized | 39 | 13 |
| buffers inserted | 3 | 0 |
| pin swaps | 3 | 6 |
| hold buffers | 0 | 0 |
No activity file was given, so power comes from the tool's default toggle rates.
